File: flow/config.mk
export PLATFORM = sky130hd
export DESIGN_NAME = ripple_carry_adder_4
export DESIGN_NICKNAME = ripple_carry_adder_4
export VERILOG_FILES = /design/flow/design.v
export SDC_FILE = /design/flow/constraint.sdc
export NUM_CORES = 4
export LEC_CHECK = 1
export CORE_AREA = 10 10 70 70
export DIE_AREA = 0 0 80 80
File: flow/design.v
`timescale 1ns / 1ps
module full_adder(output sum,cout,input a,b,cin);
wire w1,w2,w3;
half_adder HA1(w1,w2,a,b);
half_adder HA2(sum,w3,w1,cin);
or O1(cout,w2,w3);
endmodule
`timescale 1ns / 1ps
module half_adder(output sum,cout,input a,b);
xor X1(sum,a,b);
and A1(cout,a,b);
endmodule
`timescale 1ns / 1ps
module ripple_carry_adder_4(output [3:0]sum,output cout,input [3:0]a,b,input cin);
wire w1,w2,w3;
full_adder FA0(sum[0],w1,a[0],b[0],cin);
full_adder FA1(sum[1],w2,a[1],b[1],w1);
full_adder FA2(sum[2],w3,a[2],b[2],w2);
full_adder FA3(sum[3],cout,a[3],b[3],w3);
endmodule
File: flow/constraint.sdc
current_design ripple_carry_adder_4

set clk_period 3.0
set clk_io_pct 0.2

create_clock -name clk0 -period $clk_period

set non_clock_inputs [all_inputs -no_clocks]
set_input_delay [expr $clk_period * $clk_io_pct] -clock clk0 $non_clock_inputs
set_output_delay [expr $clk_period * $clk_io_pct] -clock clk0 [all_outputs]
File: flow/run.sh
#!/bin/bash
# OpenROAD 26Q1-2900-gdf79404cd8, Yosys 0.63+post, stock flow scripts
make -C /OpenROAD-flow-scripts/flow DESIGN_CONFIG=/design/flow/config.mk WORK_HOME=/design/flow/orfs finish
==> qor.csv <==
stage,metric,value,unit
run_status,run_status,"complete, no violations",
worst_setup_path,worstPathMaxFanout,1,
final_timing,period_minus_slack,2.88,ns
floorplan,row_count,21,
cells_and_area,fillerInstances,408,
route,detailedRoute.firstIterationViolations,0,
job,warning_count,32,
worst_setup_path,crit_arrival,2.28,ns
global_route,aggregate_global_routing_overflow,0,
cells_and_area,final_layout_top_logic_cells,"sky130_fd_sc_hd__clkdlybuf4s50_1, sky130_fd_sc_hd__inv_2, sky130_fd_sc_hd__inv_1, sky130_fd_sc_hd__buf_2",
floorplan,initial_utilization,0.0432,
pwr,power_frac_comb,1.000,
clock_network,postCtsHoldBufs,0,
placed_design,dp_hpwl,450,um
global_route,grt_start_max_net_pins,2,
floorplan,io-pin-count,14,
pwr,sw_frac_of_total,0.343,
logic_synthesis,synth.yosys.num_cells,18,
worst_setup_path,crit_required,2.40,ns
worst_setup_path,setup.worst_path.class,input pin to output pin,
route,drt_drc_violations_left,0,
logic_synthesis,synth_cells,18,
final_timing,finalClockPeriodUsage,0.960,
logic_synthesis,syn_warnings,0,
floorplan,die-height,80,um
worst_setup_path,critical_path.slowest_cell,sky130_fd_sc_hd__fa_1,
final_timing,max_clock_freq,0.347,GHz
pwr,power_density,138,mW/mm^2
pwr,total_leakage_power,0.143,nW
route,route.antenna.remaining_nets,0,
route,routed_via_density,1.73,
route,number_of_diodes,0,
cells_and_area,layout.sequential_cells,0,
placed_design,pre_cts_ws,-0.690,ns
floorplan,design.core.area,0.00342,sq mm
pwr,cell_internal_pwr,0.0274,mW
worst_setup_path,worstSetupStartpoint,cin,
logic_synthesis,syn_area_per_cell,8.20,sq um
floorplan,fp.dieW,80,um
placed_design,placement.io_buffers,14,
logic_synthesis,synthDistinctLibCells,3,
cells_and_area,layout-area-overhead-vs-synth,104,%
final_timing,tightestPinTransition,0.103,ns
cells_and_area,combGateArea,87.6,sq um
worst_setup_path,setup.worst_path.start_class,input pin,
cells_and_area,layout-drive-gt1-share,0.429,
route,vias,128,
clock_network,cts_post_setup_buffers_inserted,0,
logic_synthesis,post_synth_instance_area,148,sq um
final_timing,timing.max_slew.rel_slack,0.931,
worst_setup_path,setup.worst_path.end_class,output pin,
cells_and_area,layout.area.seq,0,sq um
final_timing,rsz0062_at_grt,no,
logic_synthesis,yosys.stat.chipArea,148,sq um
final_timing,setup_viol,0,
final_timing,finalWorstSetupSlack,0.119,ns
cells_and_area,post-route-util,0.0883,
route,route.final.wire_length,456,um
final_timing,timing.final.hold_violations,0,
worst_setup_path,cp_slowest_stage_delay,0.40,ns
worst_setup_path,timing.critical_path.to,sum[3],
worst_setup_path,path_cells,buf_2 -> inv_2 -> fa_2 -> inv_2 -> fa_2 -> fa_2 -> inv_2 -> fa_1 -> inv_1 -> buf_2,
final_timing,final-max-slew-violation-count,0,
floorplan,chip_area,0.00640,sq mm
route,wire_per_inst,6.16,um
route,drt-pass1-iter-count,1,
global_route,grtUsageTotal,0.0135,
global_route,vias_in_the_first_global_route,161,
logic_synthesis,synth.yosys.seq_area_share,0,
pwr,power.switching,0.0143,mW
pwr,power.sequential.fraction,0,
global_route,first_pass_grt_wire_length,676,um
global_route,antenna_found_initial,0,
placed_design,globalplace.congestion,0.799,
cells_and_area,layout.clock_buffers,0,
min_path,worstHoldPathType,input pin to output pin,
pwr,clockPowerShare,0,
job,maximum_capacitance_violations,0,
cells_and_area,mostFrequentLayoutCell,sky130_fd_sc_hd__clkdlybuf4s50_1,
pwr,worst_ir_drop_vdd,36.9,uV
[per-layer routing]
metal,GRT usage,part of all wire,vias to the layer above
met2,0.0177,0.25,14
li1,-,-,60
met3,0.00682,0.16,0
met4,0,0,0
met1,0.0200,0.59,54
met5,0,0,-
[worst max-delay path, delay by kind of cell]
| kind | cells | cell delay, ns |
|---|---|---|
| adders and majority gates | 4 | 1.28 |
| buffers and inverters | 6 | 0.40 |
[power by group through the flow]
stage	registers (mW)	clock network [mW]	logic (mW)
CTS	0	0	0.0444
global route	0	0	0.0489
finish	0	0	0.0417
[synthesized netlist by cell type]
| cell | number | area share |
|---|---|---|
| sky130_fd_sc_hd__buf_4 | 4 | 0.20 |
| sky130_fd_sc_hd__fa_1 | 4 | 0.54 |
| sky130_fd_sc_hd__inv_1 | 10 | 0.25 |
[worst min path at each step]
stage                 start     end  cells after the start
after CTS              b[3]  sum[3]                      5
after global routing   a[0]  sum[0]                      5
final                  b[3]  sum[3]                      5
[area by class of cell]
type                            instances  share of cell area
Multi-Input combinational cell          4               0.290
Inverter                               10               0.124
Tap cell                               46               0.191
Timing Repair Buffer                   14               0.394
[repair_timing]
action	4_1_cts	5_1_grt
pin swaps	4	2
endpoints found under the setup margin	4	1
gates resized	26	1
hold endpoints to repair	0	0
[stage by stage]
stage	setup TNS [ns]	std cells	hold slack, ns	area, sq um	total power, mW
2_1_floorplan	0	18	1.42	148	0.0229
3_3_place_gp	-1.43	74	2.24	315	0.0484
3_5_place_dp	-1.58	74	2.26	315	0.0493
4_1_cts	0	74	1.95	299	0.0444
5_1_grt	0	74	1.99	302	0.0489
6_report	0	74	1.94	302	0.0417
[cells by family after synthesis]
group	Yosys count	synth area share
buf+inv	14	0.458
fa+ha+maj	4	0.542
No activity file was given, so power comes from the tool's default toggle rates.
