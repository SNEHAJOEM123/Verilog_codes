--- flow/design.v ---
`timescale 1ns / 1ps
module bcd_adder(output reg cout,output reg [3:0]sum,input [3:0]a,b,input cin);
reg [4:0] out;
always @(a,b,cin)
begin
  out=a+b+cin;
  if(out>9)
  begin
     out=out+6;
     sum=out[3:0];
     cout=1;
  end
  else
  begin
     sum=out[3:0];
     cout=0;
  end
end
endmodule
--- flow/run.sh ---
#!/bin/bash
# OpenROAD 26Q1-2900-gdf79404cd8, Yosys 0.63+post, stock flow scripts
make -C /OpenROAD-flow-scripts/flow DESIGN_CONFIG=/design/flow/config.mk WORK_HOME=/design/flow/orfs finish
--- flow/config.mk ---
export PLATFORM = sky130hd
export DESIGN_NAME = bcd_adder
export DESIGN_NICKNAME = bcd_adder
export VERILOG_FILES = /design/flow/design.v
export SDC_FILE = /design/flow/constraint.sdc
export NUM_CORES = 4
export LEC_CHECK = 1
export CORE_AREA = 10 10 70 70
export DIE_AREA = 0 0 80 80
--- flow/constraint.sdc ---
current_design bcd_adder

set clk_period 4.9
set clk_io_pct 0.2

create_clock -name clk0 -period $clk_period

set non_clock_inputs [all_inputs -no_clocks]
set_input_delay [expr $clk_period * $clk_io_pct] -clock clk0 $non_clock_inputs
set_output_delay [expr $clk_period * $clk_io_pct] -clock clk0 [all_outputs]
==> changes_impl.md <==
### Implementation results

* Count of warning messages emitted by the tools at 32
* Share of final-layout standard cells stronger than drive strength 1 at 20.5%
* Critical Path Slowest Stage Cell: sky130_fd_sc_hd__fa_2
* Number of routed nets with antenna violations at 0
* Max Freq at 0.211 GHz
* RSZ-0062 raised after global routing: no
* Maximum Capacitance Violations at 0
* Static Leak at 0.187 nW
* Post-Route Hold Slack at 2.92 ns
* Final std cells w/o fill at 85
* Number of pins with negative max-slew slack in the final report at 0
* Hold path cells at 6
* Number of cells on the critical path at 9
* Largest stage delay on the critical path at 0.52 ns
* Crit path max-delay family: adder cells
* Remaining global-route overflow at 0
* Io pins at 14
* Number of fill cells at 393
* Number of design rule violations left after detail routing at 0
* Mean post-synth cell area at 9.61 um^2
* Crit path buffers/inverters at 4
* CP Capture Type: output port
* Min cycle time layout at 4.75 ns
* Clock Buffer Count at 0
* Run status: completed
* Hold Path End: sum[1]
* Gpl congestion at 0.793
* Required time at the worst-slack endpoint at 3.92 ns
* Seq/Total Area, Yosys at 0%
* Initial DRC Count at 3
* Max_slew headroom at 72.4%
* Maximum number of pins on one net before global-route repair at 5
* Cell area after synthesis at 211 um^2
* Synthesized netlist cell count at 22
* Pin slew with the least headroom to its limit at 0.414 ns
* Setup TNS at 0 ns
* Register area at 0 um^2
* Vias in the first global route at 235
* Top logic cells by instance count in the layout: 12 x sky130_fd_sc_hd__clkdlybuf4s50_1, 4 x sky130_fd_sc_hd__ha_1, 3 x sky130_fd_sc_hd__a21oi_1, 3 x sky130_fd_sc_hd__buf_4
* Power Density at 167 nW/um^2
* Category of the most critical setup path: input pin to output port
* Height of the chip at 80 um
* Average wire per cell in the routed design at 8.33 um
* Post-synthesis cell count from yosys at 22
* YS chip area at 211 um^2
* Via density per instance at 2.64
* Crit start category: input pin
* Crit path max fanout at 3
* Worst Path Arrival at 3.77 ns
* Hold Path Origin: b[3]
* Placed Cells at 83
* Ordered cell list for the critical path: clkdlybuf4s50_1 -> fa_2 -> fa_2 -> inv_1 -> ha_1 -> a31o_1 -> o31ai_4 -> buf_4 -> clkdlybuf4s50_1
* First-pass GRT wire length at 1090 um
* FF+latch count at 0
* Path category of the worst min-delay check: input pin to output port
* Area growth, synth to finish at 113%
* Effective utilization at floorplan at 6.19%
* Most common logic cell in the routed design: sky130_fd_sc_hd__clkdlybuf4s50_1
* Unique cell type count in the Yosys netlist at 14
* Synthesis Warnings at 1
* Quantity of I/O buffers inserted on ports at 14
* IR drop worst, VDD at 0.0361 mV
* Horizontal die dimension at 80 um
* Part of the cycle the worst path needs at 96.9%
* Total GRT Usage at 2.06%
* Core Box Area at 3420 um^2
* DR pass1 iterations at 2
* Number of vias in the routed layout at 224
* Row count at 21
* Final hold vios at 0
* Hold bufs inserted after CTS at 0
* Antenna cell count at 0
* Number of antenna violations at the first check in global routing at 0
* Count of endpoints failing setup in the final report at 0
* Sum of routed wire length over all layers at 708 um
* Total Die Area at 6400 um^2
* HPWL reported at the end of detailed placement at 635 um
[logic make-up after synthesis]
group                      synth area share [%]
AOI/OAI and AO/OA                          32.5
adders and majority gates                  42.6
and+or+nand+nor                            8.29
xor gates and xnor gates                   8.29
buffers and inverters                      3.55
muxes                                      4.73
[per-layer routing]
metal / up-vias / GRT usage [%] / share of wire [%]
met5: - / 0 / 0
met4: 0 / 0 / 0
met3: 0 / 1.82 / 21
met2: 13 / 2.49 / 31
met1: 91 / 2.78 / 48
li1: 120 / - / -
[power by group]
| part | total (W) | internal [W] | switching (W) |
|---|---|---|---|
| clock network | 0 | 0 | 0 |
| registers | 0 | 0 | 0 |
| logic | 0.0000754 | 0.0000486 | 0.0000268 |
[worst max-delay path by stage]
stage                     to  start
after CTS             sum[2]   a[0]
after global routing  sum[3]    cin
final                   cout    cin
[final cells by class]
class | count | area (um^2) | area share [%]
inverter | 2 | 7.51 | 1.67
multi-input combinational | 20 | 218 | 48.3
tap | 46 | 57.6 | 12.8
timing repair buffer | 17 | 168 | 37.2
[stage by stage]
step	setup WS [ns]	instance area, um^2	power, W	util [%]
2_1_floorplan	1.06	211	0.0000318	-
3_3_place_gp	-0.0163	417	0.0000704	12.2
3_5_place_dp	-0.0513	417	0.0000721	12.2
4_1_cts	0.0210	417	0.0000720	12.2
5_1_grt	0.0105	450	0.0000854	13.2
6_report	0.152	450	0.0000754	13.2
[synthesized netlist by cell type]
library cell / n / area, um^2
sky130_fd_sc_hd__ha_1: 4 / 50.1
sky130_fd_sc_hd__a21oi_1: 3 / 15.0
sky130_fd_sc_hd__fa_1: 2 / 40.0
sky130_fd_sc_hd__inv_1: 2 / 7.51
sky130_fd_sc_hd__xnor2_1: 2 / 17.5
sky130_fd_sc_hd__a2111oi_0: 1 / 8.76
sky130_fd_sc_hd__a21o_2: 1 / 8.76
sky130_fd_sc_hd__a31o_1: 1 / 8.76
sky130_fd_sc_hd__and3_1: 1 / 6.26
sky130_fd_sc_hd__mux2i_1: 1 / 10.0
sky130_fd_sc_hd__nand3_1: 1 / 5.00
sky130_fd_sc_hd__nor2b_1: 1 / 6.26
sky130_fd_sc_hd__o22ai_1: 1 / 6.26
sky130_fd_sc_hd__o31ai_4: 1 / 21.3
[repair_timing]
item / CTS / global route
pin swaps: 1 / 3
resized: 0 / 6
setup buffers: 0 / 2
endpoints found under the setup margin: 1 / 3
Power and IR drop assume default switching activity.
