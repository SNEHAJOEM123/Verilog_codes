==> config.mk <==
export PLATFORM = sky130hd
export DESIGN_NAME = ripple_carry_adder
export DESIGN_NICKNAME = ripple_carry_adder
export VERILOG_FILES = /design/flow/design.v
export SDC_FILE = /design/flow/constraint.sdc
export NUM_CORES = 4
export LEC_CHECK = 1
export CORE_AREA = 10 10 70 70
export DIE_AREA = 0 0 80 80
==> constraint.sdc <==
current_design ripple_carry_adder

set clk_period 4.6
set clk_io_pct 0.2

create_clock -name clk0 -period $clk_period

set non_clock_inputs [all_inputs -no_clocks]
set_input_delay [expr $clk_period * $clk_io_pct] -clock clk0 $non_clock_inputs
set_output_delay [expr $clk_period * $clk_io_pct] -clock clk0 [all_outputs]
==> design.v <==
`timescale 1ns / 1ps
module ripple_carry_adder #(parameter N=6)(output cout,output [N-1:0]sum,input [N-1:0]a,b,input cin);
    wire [N:0]carry;
    assign carry[0]=cin;
    genvar i;
    generate for(i=0;i<N;i=i+1) begin:rca_loop
        wire w1,w2,w3;
        xor X1(w1,a[i],b[i]);
        xor X2(sum[i],w1,carry[i]);
        and A1(w2,a[i],b[i]);
        and A2(w3,carry[i],w1);
        or O1(carry[i+1],w3,w2);
     end
    endgenerate
    assign cout=carry[N];
endmodule
==> run.sh <==
#!/bin/bash
# OpenROAD 26Q1-2900-gdf79404cd8, Yosys 0.63+post, stock flow scripts
make -C /OpenROAD-flow-scripts/flow DESIGN_CONFIG=/design/flow/config.mk WORK_HOME=/design/flow/orfs finish
==> impl_metrics.py <==
# Flow results
metrics = {
    "outcome": {
        "status": "finished, final reports clean",
    },
    "global_routing": {
        "grt_pass1_wl_um": 814,
        "use_met3": 0.01250,
        "antenna_found_initial": 0,
        "grtUsageMet2": 0.02488,
        "use_met1": 0.01807,
        "track_usage": 0.01602,
        "busiest_layer": "met2",
        "grt_max_degree": 2,
        "grt-ovfl-total": 0,
        "first_global_vias": 171,
    },
    "job": {
        "drv_cap": 0,
        "tool_warnings": 32,
    },
    "setup_path": {
        "required_ns": 3.68,
        "cp-end-kind": "output pin",
        "arrival_ns": 3.55,
        "path_common_cell": "fa_2",
        "worst-path-stages": 10,
        "crit_type": "input port to output pin",
        "crit_fanout": 1,
        "slowest_delay_ns": 0.39,
        "path_cells": "dlygate4sd2_1 -> fa_2 -> fa_2 -> fa_2 -> fa_2 -> fa_2 -> inv_2 -> fa_1 -> inv_1 -> buf_2",
        "critPathSlowestCell": "fa_2",
        "critPathTopFamily": "adder cells",
        "critPathBufInv": 4,
        "cp-start-kind": "input port",
    },
    "yosys": {
        "topCellsByArea": "fa_1 (86%), inv_1 (14%)",
        "yosys.area.top_type": "fa_1",
        "yosys_area_sq_um": 138.9,
        "syn_area_sq_um": 138.9,
        "synth_cell_types": 2,
        "netlist.area_leader.share": 0.8649,
        "ys_seq_frac": 0,
        "ys_cells": 11,
        "syn_avg_cell_area_sq_um": 12.63,
        "syn-instance-count": 11,
        "yosysWarnings": 0,
    },
    "die": {
        "core-area_sq_um": 3416,
        "rows": 21,
        "die_y_um": 80,
        "die_x_um": 80,
        "die-area_sq_um": 6400,
        "fp-utilization": 0.04066,
        "io_pins": 20,
    },
    "final_layout": {
        "layout_top_cell": "clkdlybuf4s50_1",
        "drive_gt1_frac": 0.2258,
        "clock_buffers": 0,
        "flop-count": 0,
        "layout_top_cells": "clkdlybuf4s50_1 (14), fa_2 (5), dlygate4sd2_1 (5), inv_1 (4)",
        "final_core_utilization": 0.1165,
        "postLayoutCellArea_sq_um": 397.9,
        "area_delta_synth_final_pct": 186.5,
        "stdcell_count": 77,
        "ff_latch_area_sq_um": 0,
    },
    "sta": {
        "fin_setup_tns_ns": 0,
        "slew_headroom": 0.9222,
        "hold_viol": 0,
        "tightest_slew_ns": 0.1163,
        "rsz0062_at_grt": "false",
        "post-route-period-util": 0.9710,
        "timing.fmax_mhz": 223.9,
        "whs_ns": 2.604,
        "finalCriticalPeriod_ns": 4.467,
        "drv_slew": 0,
        "final-setup-viol-count": 0,
    },
    "place": {
        "placedCellCount": 77,
        "placed_area_sq_um": 396.6,
        "port_buffers": 20,
        "place.gp.congestion": 0.8352,
    },
    "pwr": {
        "p_leak_nw": 0.1502,
        "peakVddDrop_mv": 0.01370,
        "powerDensity_nw_per_um2": 101.3,
    },
    "route": {
        "drt_wl_total_um": 607,
        "viasPerCell": 1.961,
        "wl_per_cell_um": 7.883,
        "n_antenna_cell": 0,
        "drt_pass1_iterations": 2,
        "drtIter0Drc": 1,
        "drc": 0,
        "antenna_left": 0,
        "vias": 151,
    },
    "worst_hold_path": {
        "whs_path_depth": 5,
        "hp-class": "input port to output pin",
    },
    "clock_network": {
        "cts_hold_buffers": 0,
        "post-cts-setup-buffers": 0,
    },
}
Yosys cell counts:
cell type	number
fa_1	6
inv_1	5
metal layers:
| metal | vias up | wire length [um] |
|---|---|---|
| li1 | 68 | - |
| met1 | 66 | 225 |
| met2 | 17 | 225 |
| met3 | 0 | 156 |
| met4 | 0 | 0 |
| met5 | - | 0 |
area by class of cell:
type / count / area [sq um]
fillers: 395 / 3018
repair buffers: 20 / 188.9
multi-input cells: 6 / 132.6
well taps: 46 / 57.56
inverters: 5 / 18.77
path summary, 6_finish.rpt:
| kind | slack, ns | from | to |
|---|---|---|---|
| max | 0.13 | b[0] | sum[5] |
| min | 2.60 | b[5] | sum[5] |
where the power goes:
part	leakage, nW	switching, mW	internal (mW)
Combinational	0.150	0.0115	0.0288
Sequential	0	0	0
Clock	0	0	0
Total	0.150	0.0115	0.0288
kinds of logic after synthesis:
kind of cell  count (synthesis)  synth area share
fa+ha+maj                     6            0.8649
buf+inv                       5            0.1351
stage by stage:
stage                     setup slack, ns  total power [mW]
after detailed placement          -0.6820           0.04476
after global routing              0.01512           0.04602
final                              0.1334           0.04031
after CTS                        0.006061           0.04235
after floorplan                    0.3500          0.005414
after global placement            -0.6785           0.04448
timing repair:
item,4_1_cts,5_1_grt
resized,14,0
pin swaps,5,5
endpoints found under the setup margin,3,1
No activity file was given, so power comes from the tool's default toggle rates.
